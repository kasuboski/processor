--- /design/flow/config.mk ---
export PLATFORM = sky130hd
export DESIGN_NAME = execute
export DESIGN_NICKNAME = execute
export VERILOG_FILES = /design/flow/design.v
export SDC_FILE = /design/flow/constraint.sdc
export NUM_CORES = 4
export LEC_CHECK = 1
export CORE_UTILIZATION = 50
--- /design/flow/constraint.sdc ---
current_design execute

set clk_period 17.9
set clk_io_pct 0.2

create_clock -name clk0 -period $clk_period

set non_clock_inputs [all_inputs -no_clocks]
set_input_delay [expr $clk_period * $clk_io_pct] -clock clk0 $non_clock_inputs
set_output_delay [expr $clk_period * $clk_io_pct] -clock clk0 [all_outputs]
--- /design/flow/design.v ---
module adder(A, B, Cin, Overflow, Cout, Sum);
    input [15:0] A, B;
    input Cin;
    output Overflow, Cout;
    output [15:0] Sum;
    wire p0, p4, p8, p12;
    wire g0, g4, g8, g12;
    wire c4, c8, c12;
    cla_4 add1(.A(A[15:12]), .B(B[15:12]), .Cin(c12), .p(p12), .g(g12), .S(Sum[15:12]), .Cout());
    cla_4 add2(.A(A[11:8]), .B(B[11:8]), .Cin(c8), .p(p8), .g(g8), .S(Sum[11:8]), .Cout());
    cla_4 add3(.A(A[7:4]), .B(B[7:4]), .Cin(c4), .p(p4), .g(g4), .S(Sum[7:4]), .Cout());
    cla_4 add4(.A(A[3:0]), .B(B[3:0]), .Cin(Cin), .p(p0), .g(g0), .S(Sum[3:0]), .Cout());
    assign Overflow = Cout ^ Sum[15]^A[15]^B[15];
    groupcla cla(.p({p12, p8, p4, p0}), .g({g12, g8, g4, g0}), .Cin(Cin), .c({Cout, c12, c8,c4}), .pg(), .gg());
endmodule
module alu (A, B, Cin, Op, passthrough, reverse, invA, invB, sign, Out, Ofl, zero);
    input [15:0] A;
    input [15:0] B;
    input Cin;
    input [3:0] Op;
    input passthrough, reverse;
    input invA;
    input invB;
    input sign;
    output reg [15:0] Out;
    output Ofl;
    output zero;
    wire [15:0] A_inv;
    wire [15:0] B_inv;
    wire [15:0] shift_out;
    wire overflow, Cout;
    wire [15:0] sum;
    wire equal;
    assign A_inv = invA ? ~A : A;
    assign B_inv = invB ? ~B : B;
    assign zero = ~(|Out);
    assign Ofl = (sign ? overflow : Cout) & Op[2] & ~Op[1] & ~Op[0];
	assign equal = (A_inv == B_inv);
    shifter shift(.In(A_inv), .Cnt(B_inv[3:0]), .Op(Op[2:0]), .Out(shift_out));
    adder add(.A(A_inv), .B(B_inv), .Cin(Cin), .Overflow(overflow), .Cout(Cout), .Sum(sum));
    always @(*) begin
        casex({Op, passthrough, reverse})
	    6'bxxxx_x_1: Out = {A[0], A[1], A[2], A[3], A[4], A[5], A[6], A[7], A[8], A[9], A[10], A[11], A[12], A[13], A[14], A[15]};
            6'bxxxx_1_x: Out = B;
            6'b0xxx_0_x:
                Out = shift_out;
            6'b1000_0_x:
                Out = sum;
            6'b1001_0_x:
                Out = {A[7:0], B[7:0]};
            6'b1010_0_x:
                Out = A_inv ^ B_inv;
            6'b1011_0_x:
                Out = A_inv & B_inv;
            6'b1100_0_x: 
            	Out = {{15{1'b0}}, Cout};
            6'b1101_0_x:
            	Out =  {{15{1'b0}} ,(equal | $signed(A)<$signed(B))};
            6'b1110_0_x:
            	Out = {{15{1'b0}}, $signed(A)<$signed(B)};
            6'b1111_0_x:
            	Out = {{15{1'b0}}, equal};
            default:
                Out = 16'hXXXX;
        endcase
    end
endmodule
module cla_4(A, B, Cin, p, g, S, Cout);
    input [3:0] A, B;
    input Cin;
    output p, g;
    output Cout;
    output [3:0] S;
    wire p0, p1, p2, p3;
    wire g0, g1, g2, g3;
    wire c1, c2, c3;
    fulladder_1 fa1(.A(A[0]), .B(B[0]), .Cin(Cin), .p(p0), .g(g0), .S(S[0]));
    fulladder_1 fa2(.A(A[1]), .B(B[1]), .Cin(c1), .p(p1), .g(g1), .S(S[1]));
    fulladder_1 fa3(.A(A[2]), .B(B[2]), .Cin(c2), .p(p2), .g(g2), .S(S[2]));
    fulladder_1 fa4(.A(A[3]), .B(B[3]), .Cin(c3), .p(p3), .g(g3), .S(S[3]));
    groupcla cla(.p({p3, p2, p1, p0}), .g({g3, g2, g1, g0}), .Cin(Cin), .c({Cout, c3, c2, c1}), .pg(p), .gg(g));
endmodule
module execute(readdata1, readdata2, immediate, BranchOP, ALUOp, ALUSrc, invSrc1, invSrc2, sub, PC, jump, jumpReg, branch, nextPC, ALURes, passthrough, reverse,  err);
	input [15:0] readdata1, readdata2, immediate, PC;
	input [3:0] ALUOp;
	input [1:0] BranchOP;
	input ALUSrc, jump, jumpReg, branch, invSrc1, invSrc2, sub, passthrough, reverse;
	output [15:0] nextPC, ALURes;
	output err;
	wire [15:0] src2, pcImmAddSum;
	wire sign, zero, jumpErr, pcImmAddOfl, LTZ, GEZ, NEZ;
	reg branchCondition;
	assign src2 = (ALUSrc) ? immediate : readdata2;
	assign sign = (ALUOp == 4'b1000) ? 1'b1 : 1'b0; 
	assign jumpErr = pcImmAddOfl & ((branch & zero) | jump);
	assign GEZ = ~LTZ;
	assign NEZ = ~zero;
	assign LTZ = (readdata1[15]);
	alu ALU(.A(readdata1), .B(src2), .Cin(sub), .Op(ALUOp), .invA(invSrc1), .invB(invSrc2), .sign(sign), .Out(ALURes), .Ofl(aluErr), .zero(zero), .passthrough(passthrough), .reverse(reverse));
	adder pcImmAdd(.A(PC), .B(immediate), .Cin(1'b0), .Overflow(pcImmAddOfl), .Cout(), .Sum(pcImmAddSum));
	assign nextPC = jumpReg ?  ALURes : (((branchCondition & branch) | jump) ? pcImmAddSum : PC);
	assign jumpErr = ((branchCondition & branch) | jump) & pcImmAddOfl;
	assign err = 1'b0;
	always @(*) begin
		casex(BranchOP)
			2'b00 : 
				branchCondition = zero;
			2'b01 : 
				branchCondition = NEZ;
			2'b10 :
				branchCondition = LTZ;
			2'b11 : 
				branchCondition = GEZ;
			default : 
				branchCondition = 1'bx;	
		endcase
	end
endmodule
module fulladder_1(A, B, Cin, p, g, S);
    input A, B, Cin;
    output p, g, S;
    wire AxorB;
    assign p = AxorB;
    assign g = A & B;
    assign AxorB = A^B;
    assign S = Cin ^ AxorB;
endmodule
module groupcla(p, g, Cin, c, pg, gg);
    input [3:0] p;
    input [3:0] g;
    input Cin;
    output [3:0] c;
    output pg, gg;
    assign c[0] = g[0] | (p[0] & Cin);
    assign c[1] = g[1] | (g[0] & p[1]) | (c[0] & p[0] & p[1]);
    assign c[2] = g[2] | (g[1] & p[2]) | (g[0] & p[1] & p[2]) | (c[0] & p[0] & p[1] & p[2]);
    assign c[3] = g[3] | (g[2] & p[3]) | (g[1] & p[2] & p[3]) | (g[0] & p[1] & p[2] & p[3]) | (c[0] & p[0] & p[1] & p[2] & p[3]);
    assign pg = p[0] & p[1] & p[2] & p[3];
    assign gg = g[3] | (g[2] & p[3]) | (g[1] & p[3] & p[2]) | (g[0] & p[3] & p[2] & p[1]);
endmodule
module shifter (In, Cnt, Op, Out);
    input [15:0] In;
    input [3:0]  Cnt;
    input [2:0]  Op;
    output [15:0] Out;
    wire [15:0] sh1;
    wire [15:0] sh2;
    wire [15:0] sh3;
    wire [15:0] sh4;
    shifter_1 sh_1(.in(In), .op(Op), .sh(Cnt[0]), .out(sh1));
    shifter_2 sh_2(.in(sh1), .op(Op), .sh(Cnt[1]), .out(sh2));
    shifter_4 sh_4(.in(sh2), .op(Op), .sh(Cnt[2]), .out(sh3));
    shifter_8 sh_8(.in(sh3), .op(Op), .sh(Cnt[3]), .out(Out));
endmodule
module shifter_1(in, op, sh, out);
	input [15:0] in;
	input [2:0] op;
	input sh;
	output reg [15:0] out;
	always @(*) begin
		casex({sh, op})
		4'b0_xxx:
			out = in;
		4'b1_000:
			out = {in[14:0], in[15]};
		4'b1_001:
			out = {in[0], in[15:1]};
		4'b1_010:
			out = {in[14:0], 1'b0};
		4'b1_011:
			out = {in[15], in[15:1]};
		4'b1_100:
			out = {1'b0, in[15:1]};
		default:
			out = 16'hXXXX;
		endcase
	end
endmodule
module shifter_2(in, op, sh, out);
	input [15:0] in;
	input [2:0] op;
	input sh;
	output reg [15:0] out;
	always @(*) begin
		casex({sh, op})
		4'b0_xxx:
			out = in;
		4'b1_000:
			out = {in[13:0], in[15:14]};
		4'b1_001:
			out = {in[1:0], in[15:2]};
		4'b1_010:
			out = {in[13:0], 2'b0};
		4'b1_011:
			out = {{2{in[15]}}, in[15:2]};
		4'b1_100:
			out = {2'b0, in[15:2]};
		default:
			out = 16'hXXXX;
		endcase
	end
endmodule
module shifter_4(in, op, sh, out);
	input [15:0] in;
	input [2:0] op;
	input sh;
	output reg [15:0] out;
	always @(*) begin
		casex({sh, op})
		4'b0_xxx:
			out = in;
		4'b1_000:
			out = {in[11:0], in[15:12]};
		4'b1_001:
			out = {in[3:0], in[15:4]};
		4'b1_010:
			out = {in[11:0], 4'b0};
		4'b1_011:
			out = {{4{in[15]}}, in[15:4]};
		4'b1_100:
			out = {4'b0, in[15:4]};
		default:
			out = 16'hXXXX;
		endcase
	end
endmodule
module shifter_8(in, op, sh, out);
	input [15:0] in;
	input [2:0] op;
	input sh;
	output reg [15:0] out;
	always @(*) begin
		casex({sh, op})
		4'b0_xxx:
			out = in;
		4'b1_00x:
			out = {in[7:0], in[15:8]};
		4'b1_010:
			out = {in[7:0], 8'b0};
		4'b1_011:
			out = {{8{in[15]}}, in[15:8]};
		4'b1_100:
			out = {8'b0, in[15:8]};
		default:
			out = 16'hXXXX;
		endcase
	end
endmodule
--- /design/flow/run.sh ---
#!/bin/bash
# OpenROAD 26Q1-2900-gdf79404cd8, Yosys 0.63+post, stock flow scripts
make -C /OpenROAD-flow-scripts/flow DESIGN_CONFIG=/design/flow/config.mk WORK_HOME=/design/flow/orfs finish
==> flow_summary.yaml <==
# synthesis and place-and-route metrics
run_status:
  status: "completed"
setup_path:
  cp-startpoint: "ALUSrc"
  end_kind: "output pin"
  slowest_stage: "mux2i_1"
  start_kind: "input port"
  cp.depth: 29
  crit_buf_inv: 4
  crit_arrival_ns: 11.10
  critPathMaxFanout: 31
  critPathTopFamily: "AND-OR/OR-AND gates"
  crit_type: "in2out"
  slowest_delay_ns: 0.55
  cp.required_ns: 14.32
  cp_common_cell: "a21oi_1"
  cp-endpoint: "nextPC[11]"
global_route:
  grt_pass1_vias: 6933
  antenna_found_initial: 0
  grt_max_degree: 41
  grt_overflow: 0
  track_usage_pct: 43.8
  grt_pass1_wl_mm: 39.0
timing:
  setup_ws_ns: 3.22
  worst_slew_pin_slew_ns: 0.876
  period_minus_slack_ns: 14.68
  rsz0062_at_grt: "false"
  setup_viol: 0
  finalHoldViolCount: 0
  finalCritPeriodShare_pct: 82.0
  tns_ns: 0
  max_freq_mhz: 68.1
  relSlewSlack_pct: 40.1
  holdWs_ns: 8.16
  finalMaxSlewViolations: 0
flow_run:
  log.warning_count: 34
  maxCapViolations: 0
synth:
  ys_seq_share_pct: 0
  yosysWarnings: 7
  syn_inst: 840
  yosys_cells: 840
  yosysTopAreaCell: "ha_1"
  syn_avg_cell_area_um2: 6.87
  ys_types: 93
  synthesis.area_um2: 5770
  topCellsByArea: "ha_1, a21oi_1, xnor2_1, nand2_1, mux2i_1"
  top_cell_area_share_pct: 10.2
  yosys_area_um2: 5770
floorplan:
  core-area_um2: 11000
  die-area_um2: 12000
  ioPinCount: 112
  die_x_um: 109
  initCoreUtil_pct: 52.3
  die_h_um: 109
  rows: 38
place:
  port_buffers: 111
  gp_congestion: 1.09
  dpl.hpwl_mm: 19.9
  pre_cts_slack_ns: 3.36
cells_and_area:
  area_growth_pct: 20.0
  clkbuf_count: 0
  seq_area_um2: 0
  final_cell_mix: "clkdlybuf4s50_1, a21oi_1, nand2_1"
  combGateArea_um2: 5360
  design.seq.count: 0
  lay_top_count: "clkdlybuf4s50_1"
  drive_gt1_share_pct: 6.45
  num-fill-cells: 988
clocking:
  cts-resized-gates: 0
  cts_setup_buffers: 0
  hold_buffers: 0
route:
  n_antenna_cell: 0
  routedWlPerCell_um: 23.8
  wl_mm: 25.1
  vias: 7421
  drt-initial-drc-count: 1037
  ant_nets: 0
  first_pass_iters: 8
  viasPerCell: 7.03
  route.detailed.drc: 0
power_and_ir_drop:
  power_leakage_nw: 2.65
  totalPowerFinal_w: 0.000308
  seqPwrFrac_pct: 0
  combPwrFrac_pct: 100.0
  p_per_area_nw_per_um2: 44.5
  p_sw_w: 0.000180
  ir_worst_vdd_mv: 0.0285
  swShare_pct: 58.4
  p_int_w: 0.000128
  pwr-share-clk_pct: 0
hold_path:
  hold_class: "in2out"
  hp-start: "PC[7]"
-- cell usage after synthesis, types with 9 or more instances --
cell,n
a21oi_1,82
nand2_1,68
nor2_1,65
ha_1,47
o21ai_0,46
xnor2_1,36
nor3_1,31
inv_1,30
nand3_1,30
clkbuf_1,25
mux2i_1,25
o211ai_1,25
a21o_1,23
a31oi_1,17
buf_2,17
xor2_1,17
nor2b_1,14
a211oi_1,13
nand2b_1,11
nor4_1,11
or3_1,10
o22ai_1,9
o311ai_1,9
-- stage by stage --
| step | instance area, um2 | util (%) | cells |
|---|---|---|---|
| floorplan | 5770 | - | 840 |
| global placement | 6920 | 62.7 | 1055 |
| detailed placement | 6920 | 62.7 | 1055 |
| CTS | 6920 | 62.7 | 1055 |
| global route | 6920 | 62.7 | 1055 |
| finish | 6920 | 62.7 | 1055 |
-- area by class of cell --
| type | instances | share of cell area [%] |
|---|---|---|
| multi-input combinational | 751 | 77.5 |
| timing repair buffer | 129 | 18.0 |
| tap | 140 | 2.53 |
| inverter | 35 | 1.97 |
-- cell families after synthesis --
group	count (synthesis)	share of synthesized area (%)
and+or+nand+nor	283	24.7
xor gates and xnor gates	56	9.29
muxes	37	7.77
adders and majority gates	55	13.0
other	1	0.0650
AOI/OAI and AO/OA	319	38.2
buffers and inverters	89	7.03
-- how the worst min path moves through the flow --
stage,to,cells after the start
4_1_cts,nextPC[7],4
5_1_grt,nextPC[2],4
6_report,nextPC[7],4
-- power groups by stage --
stage                 logic, W  clock network (W)  registers (W)
final                 0.000308                  0              0
after CTS             0.000297                  0              0
after global routing  0.000332                  0              0
-- routing by layer --
layer  wire length (um)  global-route usage (%)  vias to the layer above
met5                  0                       0                        -
met4               1650                    23.8                        0
met3               3080                    14.1                      133
met2              10700                    63.8                      509
met1               9650                    57.4                     3408
li1                   -                       -                     3371
Power figures rest on the tool's default switching activity, not on a simulated workload.
