[flow/design.v]
module dff (q, d, clk, rst);
    output         q;
    input          d;
    input          clk;
    input          rst;
    reg            state;
    assign #(1) q = state;
    always @(posedge clk) begin
      state = rst? 0 : d;
    end
endmodule
module IDEX(clk, rst, 
    readdata1, readdata2, immediate, PC, jump, jumpReg, branch, branchOp, memRead, memWrite, memToReg, ALUOp, ALUSrc, invSrc1, invSrc2, sub, passthrough, reverse, writereg, regWrite, halt, rs, rt, regDst,
    readdata1Out, readdata2Out, immediateOut, PCOut, jumpOut, jumpRegOut, branchOut, branchOpOut, memReadOut, memWriteOut, memToRegOut, ALUOpOut, ALUSrcOut, invSrc1Out, invSrc2Out, subOut, passthroughOut, reverseOut, writeregOut, regWriteOut, haltOut, rsOut, rtOut, regDstOut
    );
    input clk, rst;
    input [15:0] readdata1, readdata2, immediate, PC;
    input jump, jumpReg, branch;
    input [1:0] branchOp;
    input memRead, memWrite, memToReg;
    input [3:0] ALUOp;
    input ALUSrc;
    input [1:0] regDst;
    input invSrc1, invSrc2, sub, passthrough, reverse;
    input [2:0] writereg, rs, rt;
    input regWrite, halt;
    output [15:0] readdata1Out, readdata2Out, immediateOut, PCOut;
    output jumpOut, jumpRegOut, branchOut;
    output [1:0] branchOpOut;
    output memReadOut, memWriteOut, memToRegOut;
    output [3:0] ALUOpOut;
    output ALUSrcOut;
    output [1:0] regDstOut;
    output invSrc1Out, invSrc2Out, subOut, passthroughOut, reverseOut;
    output [2:0] writeregOut, rsOut, rtOut;
    output regWriteOut, haltOut;
    dff readdata1Reg[15:0](.q(readdata1Out), .d(readdata1), .clk(clk), .rst(rst));
    dff readdata2Reg[15:0](.q(readdata2Out), .d(readdata2), .clk(clk), .rst(rst));
    dff immediateReg[15:0](.q(immediateOut), .d(immediate), .clk(clk), .rst(rst));
    dff PCReg[15:0](.q(PCOut), .d(PC), .clk(clk), .rst(rst));
    dff jumpFF(.q(jumpOut), .d(jump), .clk(clk), .rst(rst));
    dff jumpRegFF(.q(jumpRegOut), .d(jumpReg), .clk(clk), .rst(rst));
    dff branchReg(.q(branchOut), .d(branch), .clk(clk), .rst(rst));
    dff branchOpReg[1:0](.q(branchOpOut), .d(branchOp), .clk(clk), .rst(rst));
    dff memReadReg(.q(memReadOut), .d(memRead), .clk(clk), .rst(rst));
    dff memWriteReg(.q(memWriteOut), .d(memWrite), .clk(clk), .rst(rst));
    dff memToRegFF(.q(memToRegOut), .d(memToReg), .clk(clk), .rst(rst));
    dff ALUOpReg[3:0](.q(ALUOpOut), .d(ALUOp), .clk(clk), .rst(rst));
    dff ALUSrcReg(.q(ALUSrcOut), .d(ALUSrc), .clk(clk), .rst(rst));
    dff invSrc1Reg(.q(invSrc1Out), .d(invSrc1), .clk(clk), .rst(rst));
    dff invSrc2Reg(.q(invSrc2Out), .d(invSrc2), .clk(clk), .rst(rst));
    dff subReg(.q(subOut), .d(sub), .clk(clk), .rst(rst));
    dff passthroughReg(.q(passthroughOut), .d(passthrough), .clk(clk), .rst(rst));
    dff reverseReg(.q(reverseOut), .d(reverse), .clk(clk), .rst(rst));
    dff writeregFF[2:0](.q(writeregOut), .d(writereg), .clk(clk), .rst(rst));
    dff rsFF[2:0](.q(rsOut), .d(rs), .clk(clk), .rst(rst));
    dff rtFF[2:0](.q(rtOut), .d(rt), .clk(clk), .rst(rst));
    dff regWriteReg(.q(regWriteOut), .d(regWrite), .clk(clk), .rst(rst));
    dff haltReg(.q(haltOut), .d(halt), .clk(clk), .rst(rst));
    dff regDstReg[1:0](.q(regDstOut), .d(regDst), .clk(clk), .rst(rst));
endmodule
[flow/run.sh]
#!/bin/bash
# OpenROAD 26Q1-2900-gdf79404cd8, Yosys 0.63+post, stock flow scripts
make -C /OpenROAD-flow-scripts/flow DESIGN_CONFIG=/design/flow/config.mk WORK_HOME=/design/flow/orfs finish
[flow/config.mk]
export PLATFORM = sky130hd
export DESIGN_NAME = IDEX
export DESIGN_NICKNAME = IDEX
export VERILOG_FILES = /design/flow/design.v
export SDC_FILE = /design/flow/constraint.sdc
export NUM_CORES = 4
export LEC_CHECK = 1
export CORE_AREA = 10 10 133 133
export DIE_AREA = 0 0 143 143
[flow/constraint.sdc]
current_design IDEX

set clk_period 1.0
set clk_io_pct 0.2

create_clock -name clk0 -period $clk_period [get_ports {clk}]

set non_clock_inputs [all_inputs -no_clocks]
set_input_delay [expr $clk_period * $clk_io_pct] -clock clk0 $non_clock_inputs
set_output_delay [expr $clk_period * $clk_io_pct] -clock clk0 [all_outputs]
==> README.md <==
| Result | This run | Unit |
| --- | --- | --- |
| Status | complete, no violations | - |
| Unrepaired setup endpoints after global routing | true | - |
| Share of final-layout standard cells stronger than drive strength 1 | 32.8 | % |
| Count of different cell masters after synthesis | 4 | - |
| Iteration count of the initial detailed-routing pass | 4 | - |
| Die x size | 143 | µm |
| CP Data Arrival Time | 0.77 | ns |
| Max-cap violations | 0 | - |
| Register bit total from synthesis | 95 | - |
| Crit path kind | register to output port | - |
| Achievable Freq | 1.03 | GHz |
| Rows | 44 | - |
| Number of DRC markers after the initial detailed-route iteration | 25 | - |
| Total grt overflow | 0 | - |
| Slew at the pin with the worst max-slew slack | 0.172 | ns |
| Endpoints failing setup | 0 | - |
| Initial antenna violation count | 0 | - |
| Internal power contribution | 0.00693 | W |
| Setup TNS Final | 0 | ns |
| Dpl hpwl | 6590 | µm |
| Remaining routing DRC violations | 0 | - |
| Delay of the slowest cell on the worst path | 0.32 | ns |
| Via density per instance | 3.39 | - |
| Leakage | 2.02 | nW |
| Cell area reported after detailed placement | 0.00468 | mm² |
| Final antenna diode count | 0 | - |
| Synthesized area divided by synthesized cell count | 11.3 | µm² |
| Total power per unit cell area | 1860 | mW/mm² |
| Number of H-tree levels | 3 | - |
| Top logic cells by instance count in the layout | sky130_fd_sc_hd__nor2b_1 (95), sky130_fd_sc_hd__clkdlybuf4s50_1 (95), sky130_fd_sc_hd__buf_2 (93), sky130_fd_sc_hd__dfxtp_1 (78), sky130_fd_sc_hd__dfxtp_2 (17) | - |
| Die Y-Extent | 143 | µm |
| Total standard cell area after synthesis | 0.00317 | mm² |
| Synth-to-Final Area Change | 44.3 | % |
| Final worst path period need | 0.972 | ns |
| Cell with the largest stage delay on the worst path | sky130_fd_sc_hd__dfxtp_2 | - |
| Count of boundary I/O pins | 192 | - |
| Number of cells in the yosys synthesis report | 281 | - |
| Kind of capture point of the worst setup path | output port | - |
| DRT Wirelength | 8220 | µm |
| Worst max-slew margin expressed relative to the limit | 88.5 | % |
| Share of the core filled by cells before placement | 21.6 | % |
| Switching power | 0.00157 | W |
| Required time at the endpoint of the critical path | 0.80 | ns |
| Launching element type of the critical path | register | - |
| Buffer type at the clock tree root | sky130_fd_sc_hd__clkbuf_16 | - |
| Proportion of synthesized chip area in sequential cells | 60.0 | % |
| CP bufs+invs | 1 | - |
| Buffers on Ports | 191 | - |
| Log Warnings | 26 | - |
| Vias after detailed routing | 1974 | - |
| Gate Count Post-Synth | 281 | - |
| Final worst-path cycle share | 97.2 | % |
| Net Sw Frac | 18.5 | % |
| Chip Area, Yosys | 0.00317 | mm² |
| Buffer levels on the longest clock path | 2 | - |
| Warnings, synthesis | 1 | - |
| Filler Cell Count | 1485 | - |
| Routability congestion estimate from global placement | 0.743 | - |
| Average wire per standard cell | 14.1 | µm |
| Maximum fanout encountered on the critical timing path | 1 | - |
| Critical Path, Cell by Cell | buf_2 | - |
| Class of the worst hold path | input pin to register | - |
| Clock sink count | 95 | - |
| Hold buffer count at cts | 0 | - |
| Min Hold Slack | 0.141 | ns |
| Number of global-route vias before repair | 2179 | - |
| Final max-slew violation count | 0 | - |
| Final-report hold violation count | 0 | - |
| Fraction of power consumed by the clock network | 43.7 | % |
| Worst ir drop on vdd | 1.12 | mV |
| Wire length of the first global-routing pass | 12700 | µm |
| Area of the placeable core | 0.0147 | mm² |
| DIE AREA | 0.0204 | mm² |
| Clock buffer count from CTS | 9 | - |
| Kind of cell with the highest combined delay on the critical path | flip-flops | - |
| Clock edge transition at the registers on the reported setup and hold paths | 0.06 | ns |
| Cell depth of the worst hold path | 2 | - |
| Crit. path cell count | 1 | - |
| Register share of total power | 47.5 | % |
| DRT antenna net count | 0 | - |
| Maximum number of pins on one net before global-route repair | 40 | - |
| Part of the total power dissipated in combinational logic | 8.8 | % |
| CTS tree | built | - |
| Overall Global Routing Usage | 7.93 | % |
| Total non-filler cell area in the finished layout | 0.00457 | mm² |
[flip-flops by register name (all words and copies together) (netlist names), 2 cells and up]
register            flops
rtFF.state              3
ALUOpReg.state          4
readdata2Reg.state     16
PCReg.state            16
branchOpReg.state       2
immediateReg.state     16
writeregFF.state        3
readdata1Reg.state     16
rsFF.state              3
regDstReg.state         2
[layout make-up]
class                           count  area (µm²)  share of cell area, %
Sequential cell                    95        1920                   42.1
Timing Repair Buffer              194        1490                   32.7
Multi-Input combinational cell     95         594                   13.0
Clock buffer                       12         267                   5.83
Tap cell                          184         230                   5.03
Clock inverter                      3        65.1                   1.42
[cell families (layout without fill, tap and decap cells)]
logic type	Yosys count	count (layout)	share of synthesized area [%]
DFF	95	95	60.0
buffers and inverters	91	209	21.2
and+or+nand+nor	95	95	18.8
[path summary, 6_finish.rpt]
path / start / to / slack, ns
worst max-delay path: PCReg[8].state$_SDFF_PP0_ / PCOut[8] / 0.03
worst min-delay path: rst / memToRegFF.state$_SDFF_PP0_ / 0.14
[through the flow]
stage / cells / setup WS (ns) / utilization [%] / total power [W]
5_1_grt: 583 / -0.0113 / 31.1 / 0.00893
2_1_floorplan: 281 / 0.352 / - / 0.00448
6_report: 583 / 0.0278 / 31.1 / 0.00850
3_3_place_gp: 568 / -0.0323 / 31.9 / 0.00508
4_1_cts: 583 / 0.000190 / 31.0 / 0.00868
3_5_place_dp: 568 / -0.0273 / 31.9 / 0.00508
[per-layer routing]
layer / part of all wire, % / wire length, µm / global-route usage (%) / vias to the layer above
met5: 0 / 0 / 0 / -
met4: 1.6 / 132 / 1.14 / 0
met3: 18 / 1470 / 6.02 / 10
met2: 41 / 3390 / 11.5 / 136
met1: 39 / 3230 / 9.42 / 845
li1: - / - / - / 983
[power by group through the flow]
stage / clock, W / combinational [W] / sequential, W
after CTS: 0.00387 / 0.000773 / 0.00404
after global routing: 0.00403 / 0.000842 / 0.00405
final: 0.00371 / 0.000751 / 0.00404
[cells in the mapped netlist]
master / instances / share of area (%)
sky130_fd_sc_hd__buf_2: 4 / 0.63
sky130_fd_sc_hd__buf_4: 87 / 21
sky130_fd_sc_hd__dfxtp_1: 95 / 60
sky130_fd_sc_hd__nor2b_1: 95 / 19
[timing repair]
item,CTS,global route
setup endpoints to repair,95,5
gates cloned,0,0
pin swaps,0,0
setup buffers,0,0
hold endpoints to repair,0,0
gates resized,309,4
Power figures rest on the tool's default switching activity, not on a simulated workload.
