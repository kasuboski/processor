File: run.sh
#!/bin/bash
# OpenROAD 26Q1-2900-gdf79404cd8, Yosys 0.63+post, stock flow scripts
make -C /OpenROAD-flow-scripts/flow DESIGN_CONFIG=/design/flow/config.mk WORK_HOME=/design/flow/orfs finish
File: config.mk
export PLATFORM = sky130hd
export DESIGN_NAME = comparator
export DESIGN_NICKNAME = comparator
export VERILOG_FILES = /design/flow/design.v
export SDC_FILE = /design/flow/constraint.sdc
export NUM_CORES = 4
export LEC_CHECK = 1
export CORE_AREA = 10 10 70 70
export DIE_AREA = 0 0 80 80
File: constraint.sdc
current_design comparator

set clk_period 2.8
set clk_io_pct 0.2

create_clock -name clk0 -period $clk_period

set non_clock_inputs [all_inputs -no_clocks]
set_input_delay [expr $clk_period * $clk_io_pct] -clock clk0 $non_clock_inputs
set_output_delay [expr $clk_period * $clk_io_pct] -clock clk0 [all_outputs]
File: design.v
module comparator(A, B, out);
input [15:0] A, B;
output out;
assign out = (~A[15] & B[15]) |
			 ((~A[15] & ~B[14]) & (A[14] & ~B[14])) |
			 ((~A[15] & ~B[14]) & (~A[14] & ~B[14]) & (A[13] & ~B[13])) |
			 ((~A[15] & ~B[14]) & (~A[14] & ~B[14]) & (~A[13] & ~B[13]) & (A[12] & ~B[12])) |
			 ((~A[15] & ~B[14]) & (~A[14] & ~B[14]) & (~A[13] & ~B[13]) & (~A[12] & ~B[12]) & (A[11] & ~B[11])) |
			 ((~A[15] & ~B[14]) & (~A[14] & ~B[14]) & (~A[13] & ~B[13]) & (~A[12] & ~B[12]) & (~A[11] & ~B[11]) & (A[10] & ~B[10])) |
			 ((~A[15] & ~B[14]) & (~A[14] & ~B[14]) & (~A[13] & ~B[13]) & (~A[12] & ~B[12]) & (~A[11] & ~B[11]) & (~A[10] & ~B[10]) & (A[9] & ~B[9])) |
			 ((~A[15] & ~B[14]) & (~A[14] & ~B[14]) & (~A[13] & ~B[13]) & (~A[12] & ~B[12]) & (~A[11] & ~B[11]) & (~A[10] & ~B[10]) & (~A[9] & ~B[9]) & (A[8] & ~B[8])) |
			 ((~A[15] & ~B[14]) & (~A[14] & ~B[14]) & (~A[13] & ~B[13]) & (~A[12] & ~B[12]) & (~A[11] & ~B[11]) & (~A[10] & ~B[10]) & (~A[9] & ~B[9]) & (~A[8] & ~B[8]) & (A[7] & ~B[7])) |
			 ((~A[15] & ~B[14]) & (~A[14] & ~B[14]) & (~A[13] & ~B[13]) & (~A[12] & ~B[12]) & (~A[11] & ~B[11]) & (~A[10] & ~B[10]) & (~A[9] & ~B[9]) & (~A[8] & ~B[8]) & (~A[7] & ~B[7]) & (A[6] & ~B[6])) | 
			 ((~A[15] & ~B[14]) & (~A[14] & ~B[14]) & (~A[13] & ~B[13]) & (~A[12] & ~B[12]) & (~A[11] & ~B[11]) & (~A[10] & ~B[10]) & (~A[9] & ~B[9]) & (~A[8] & ~B[8]) & (~A[7] & ~B[7]) & (~A[6] & ~B[6]) & (A[5] & ~B[5])) |
			 ((~A[15] & ~B[14]) & (~A[14] & ~B[14]) & (~A[13] & ~B[13]) & (~A[12] & ~B[12]) & (~A[11] & ~B[11]) & (~A[10] & ~B[10]) & (~A[9] & ~B[9]) & (~A[8] & ~B[8]) & (~A[7] & ~B[7]) & (~A[6] & ~B[6]) & (~A[5] & ~B[5]) & (A[4] & ~B[4])) |
			 ((~A[15] & ~B[14]) & (~A[14] & ~B[14]) & (~A[13] & ~B[13]) & (~A[12] & ~B[12]) & (~A[11] & ~B[11]) & (~A[10] & ~B[10]) & (~A[9] & ~B[9]) & (~A[8] & ~B[8]) & (~A[7] & ~B[7]) & (~A[6] & ~B[6]) & (~A[5] & ~B[5]) & (~A[4] & ~B[4]) & (A[3] & ~B[3])) |
			 ((~A[15] & ~B[14]) & (~A[14] & ~B[14]) & (~A[13] & ~B[13]) & (~A[12] & ~B[12]) & (~A[11] & ~B[11]) & (~A[10] & ~B[10]) & (~A[9] & ~B[9]) & (~A[8] & ~B[8]) & (~A[7] & ~B[7]) & (~A[6] & ~B[6]) & (~A[5] & ~B[5]) & (~A[4] & ~B[4]) & (~A[3] & ~B[3]) & (A[2] & ~B[2])) |
			 ((~A[15] & ~B[14]) & (~A[14] & ~B[14]) & (~A[13] & ~B[13]) & (~A[12] & ~B[12]) & (~A[11] & ~B[11]) & (~A[10] & ~B[10]) & (~A[9] & ~B[9]) & (~A[8] & ~B[8]) & (~A[7] & ~B[7]) & (~A[6] & ~B[6]) & (~A[5] & ~B[5]) & (~A[4] & ~B[4]) & (~A[3] & ~B[3]) & (~A[2] & ~B[2]) & (A[1] & ~B[1])) |
			 ((~A[15] & ~B[14]) & (~A[14] & ~B[14]) & (~A[13] & ~B[13]) & (~A[12] & ~B[12]) & (~A[11] & ~B[11]) & (~A[10] & ~B[10]) & (~A[9] & ~B[9]) & (~A[8] & ~B[8]) & (~A[7] & ~B[7]) & (~A[6] & ~B[6]) & (~A[5] & ~B[5]) & (~A[4] & ~B[4]) & (~A[3] & ~B[3]) & (~A[2] & ~B[2]) & (~A[1] & ~B[1]) & (A[0] & ~B[0]));
endmodule
==> impl_metrics.csv <==
group,metric,value,unit
synth,yosys.area.top_type,"or4_1",
synth,ys_seq_share,0,%
layout,seq_cells,0,
sta,fin_setup_tns,0,ps
placed_design,port_buffers,33,
detailed_routing,ant_nets,0,
floorplan,die_area,0.006400,mm²
synth,top_area_share,12.41,%
power,power-per-cell-area,105.8,mW/mm²
worst_hold_path,holdPathStages,6,
global_routing,grt_pass1_vias,408,
placed_design,hpwl,1179,µm
synth,synth_cells,30,
global_routing,grt_pass1_wl,1863,µm
layout,nFillCells,388,
detailed_routing,vias,368,
floorplan,die_w,80,µm
detailed_routing,drt_wl_total,1243,µm
run_status,status,"complete, no violations",
sta,setup_violations,0,
power,total_power,0.06525,mW
detailed_routing,drcViolationCount,0,
setup_path,cp-end-kind,"output pin",
layout,instances_no_fill,111,
synth,ys_warn_count,0,
detailed_routing,antenna_cells,0,
placed_design,gp_congestion,0.8611,
sta,finalClockPeriodUsage,97.14,%
run,warning_count,32,
floorplan,die_h,80,µm
layout,logic_area,187.7,µm²
layout,clkbuf_count,0,
layout,layout_top_cells,"clkdlybuf4s50_1 (27), inv_1 (5), dlymetal6s2s_1 (5)",
setup_path,criticalPathCategory,"in2out",
placed_design,dp.cells,112,
synth,syn_area,181.4,µm²
setup_path,cp-start-kind,"input port",
synth,syn_avg_cell_area,6.047,µm²
setup_path,path_max_fanout,2,
sta,worst_pin_slew,392.8,ps
sta,fmax,367.7,MHz
global_routing,grt_usage,3.602,%
run,drv_cap,0,
layout,area_growth,240.0,%
synth,synthTopCellsByArea,"or4_1 (12%), inv_1 (10%), nand2b_1 (10%)",
layout,drive_gt1_share,12.31,%
power,p_leak,0.2621,nW
sta,rsz0062_at_grt,"false",
detailed_routing,wl_per_cell,11.20,µm
sta,slew_violations,0,
floorplan,fp_util,5.311,%
layout,layout_top_cell,"clkdlybuf4s50_1",
synth,yosys_area,181.4,µm²
worst_hold_path,hold_path_class,"in2out",
detailed_routing,dr.pass1.iters,1,
sta,whs,1614,ps
global_routing,grt_max_degree,3,
synth,ys_types,17,
sta,min_period,2720,ps
power,ir_drop,0.02149,mV
synth,ys_cells,30,
setup_path,critPathArrivalTime,2160,ps
global_routing,overflow,0,
floorplan,ioPinCount,33,
detailed_routing,drtIter0Drc,0,
sta,hold_viol_final,0,
floorplan,coreArea,0.003416,mm²
sta,slew_headroom,73.14,%
detailed_routing,via_per_inst,3.315,
layout,seqCellArea,0,µm²
global_routing,antenna_found_initial,0,
cts,holdBufCountCts,0,
floorplan,num_rows,21,
setup_path,required,2240,ps
[what timing repair did]
action,4_1_cts,5_1_grt
buffers inserted,0,0
gates resized,4,9
setup endpoints to repair,1,1
cloned,0,0
pin swaps,1,4
[cells by family after synthesis]
kind of cell           Yosys count  synth area share (%)
AOI/OAI and AO/OA               11                 43.45
buffers and inverters            5                 10.35
and+or+nand+nor                 14                 46.21
[routing by layer]
layer / up-vias / part of all wire [%] / track usage (%)
met1: 169 / 34 / 3.494
met2: 13 / 57 / 7.223
li1: 186 / - / -
met4: 0 / 0 / 0
met5: - / 0 / 0
met3: 0 / 9.7 / 1.477
[report_power, final]
part | internal (mW) | switching [mW] | total [mW]
combinational | 0.0480 | 0.0173 | 0.0653
clock | 0 | 0 | 0
sequential | 0 | 0 | 0
total | 0.0480 | 0.0173 | 0.0653
[synth_stat cells]
cell	count
nor4_1	1
nor2b_1	1
o221ai_1	1
or4_1	3
o311ai_1	1
a21oi_1	3
a2111oi_0	1
nor2_1	2
o311a_1	1
o21ai_1	1
nor3_1	2
nand2_1	1
and2b_2	1
inv_1	5
o211ai_1	1
nand2b_1	3
o21bai_1	2
[worst paths after layout]
| path | start | endpoint | slack [ps] |
|---|---|---|---|
| setup / recovery | B[9] | out | 80 |
| hold / removal | B[12] | out | 1610 |
[worst max-delay path, cell delays in order]
cell	delay (ps)
clkdlybuf4s50_1	410
or4_1	540
nor4_2	140
o21ai_1	90
o311ai_1	270
buf_2	150
[per-stage QoR]
| step | utilization, % | area [µm²] | setup slack [ps] |
|---|---|---|---|
| 3_3_place_gp | 17.33 | 591.8 | -387.0 |
| 6_report | 18.06 | 616.8 | 80.05 |
| 2_1_floorplan | - | 181.4 | 727.1 |
| 3_5_place_dp | 17.33 | 591.8 | -391.6 |
| 4_1_cts | 17.33 | 591.8 | 12.14 |
| 5_1_grt | 18.06 | 616.8 | 3.761 |
[cell type report]
class / count / share of cell area [%]
multi-input combinational: 25 / 30.43
inverter: 5 / 3.043
timing repair buffer: 35 / 57.20
tap: 46 / 9.331
Power is estimated from default activity; no workload was simulated.
